$ cat design/flow/design.v
module registerFile(SA, SB, LD, DR, D_in, CLK, RESET, DataA, DataB);
input CLK,RESET,LD;
input [2:0] SA, SB, DR;
input [7:0] D_in;
output reg [7:0] DataA;
output reg [7:0] DataB;
reg [7:0] R0,R1,R2,R3,R4,R5,R6,R7;
always@(*) begin
	case(SA)
		0: DataA <= R0;
		1: DataA <= R1;
		2: DataA <= R2;
		3: DataA <= R3;
		4: DataA <= R4;
		5: DataA <= R5;
		6: DataA <= R6;
		7: DataA <= R7;
	endcase
	case(SB)
		0: DataB <= R0;
		1: DataB <= R1;
		2: DataB <= R2;
		3: DataB <= R3;
		4: DataB <= R4;
		5: DataB <= R5;
		6: DataB <= R6;
		7: DataB <= R7;
	endcase
end
always@(posedge CLK) begin
	if (RESET) begin
		R0 <= 0;
		R1 <= 0;
		R2 <= 0;
		R3 <= 0;
		R4 <= 0;
		R5 <= 0;
		R6 <= 0;
		R7 <= 0;
	end
	else if (LD) begin
		case(DR)
			0: R0 <= D_in;
			1: R1 <= D_in;
			2: R2 <= D_in;
			3: R3 <= D_in;
			4: R4 <= D_in;
			5: R5 <= D_in;
			6: R6 <= D_in;
			7: R7 <= D_in;
			endcase
	end else begin
		R0 <= R0;
		R1 <= R1;
		R2 <= R2;
		R3 <= R3;
		R4 <= R4;
		R5 <= R5;
		R6 <= R6;
		R7 <= R7;
	end
end
endmodule 
$ cat design/flow/constraint.sdc
current_design registerFile

set clk_period 3.2
set clk_io_pct 0.2

create_clock -name clk0 -period $clk_period [get_ports {CLK}]

set non_clock_inputs [all_inputs -no_clocks]
set_input_delay [expr $clk_period * $clk_io_pct] -clock clk0 $non_clock_inputs
set_output_delay [expr $clk_period * $clk_io_pct] -clock clk0 [all_outputs]
$ cat design/flow/config.mk
export PLATFORM = sky130hd
export DESIGN_NAME = registerFile
export DESIGN_NICKNAME = registerFile
export VERILOG_FILES = /design/flow/design.v
export SDC_FILE = /design/flow/constraint.sdc
export NUM_CORES = 4
export LEC_CHECK = 1
export CORE_UTILIZATION = 30
$ cat design/flow/run.sh
#!/bin/bash
# OpenROAD 26Q1-2900-gdf79404cd8, Yosys 0.63+post, stock flow scripts
make -C /OpenROAD-flow-scripts/flow DESIGN_CONFIG=/design/flow/config.mk WORK_HOME=/design/flow/orfs finish
==> impl_metrics.ini <==
; synthesis and place-and-route metrics
[yosys]
yosys_cells = 424
topCellsByArea = dfxtp_1 36%, mux2i_1 15%, nand2_1 9.8%, a21oi_1 5.9%, buf_2 3.4%
ys_sh_simple = 0.222
syn_area_per_cell_um2 = 8.42
synth_top_cell_by_area = dfxtp_1
seq_area_frac_synth = 0.359
ys_sh_xor = 0
top_logic_kind = simple AND/OR/NAND/NOR gates
yosysUniqueCellTypes = 39
mux_area_frac = 0.158
synth_area_um2 = 3570
synth_flops = 64
yosys_warnings = 1
ys_sh_aoi = 0.177
ys_sh_adder = 0
synth_cells = 424
synth_chip_area_um2 = 3570
top_cell_area_share = 0.359

[clocking]
cts_sinks = 64
root_buffer = clkbuf_16
clkLatencyLatePin_ns = 0.32
cts_made_buffers = 9
cts_buffer_depth = 2
cts_tree = built
htree_levels = 3
clk_pin_slew_ns = 0.05

[drt]
drc = 0
viasPerCell = 5.54
drt_iter0_markers = 243
num_vias = 3297
routed_wl_um = 10700
diodes = 0
firstDrtPassIters = 21
wl_per_cell_um = 18.0
drtAntennaViolNets = 0

[floorplanning]
chipArea_um2 = 12300
core-area_um2 = 11500
fp-utilization = 0.310
die_w_um = 111
ios = 36
rows = 39
die.size.y_um = 111

[placement]
gp_congestion = 0.928
dp_cells = 574
hpwl_um = 7190
io_buffers = 35
placed_area_um2 = 4000

[final_timing]
rsz0062_at_grt = false
worst_pin_slew_ns = 0.811
min_period_ns = 3.12
slew_headroom = 0.457
finalClockPeriodUsage = 0.976
fin_worst_skew_ns = 0
drv_slew = 0
fmax_mhz = 320
hold_viol_final = 0
setup_viol = 0

[worst_setup_path]
crit_chain = clkdlybuf4s50_1 -> buf_12 -> nor2_1 -> a22o_1 -> o32a_1 -> clkdlybuf4s50_1
critPathRequiredTime_ns = 2.56
critical-path-top-delay-family = buffers and inverters
crit_type = input port to primary output
slowest_delay_ns = 0.51
reg2reg_slack_ns = 2.52
crit_fanout = 27
critPathCaptureType = primary output
crit_slowest_cell = clkdlybuf4s50_1
start_kind = input port
critical_path_arrival_ns = 2.48
path_common_cell = clkdlybuf4s50_1
cp_num_buf_inv = 3

[outcome]
status = complete, no violations

[global_route]
grt_start_max_net_pins = 39
antenna_found_initial = 0
grt_pass1_vias = 3026
grt_usage = 0.180
grt_pass1_wl_um = 16800
overflow = 0

[power_and_ir_drop]
powerDensity_nw_per_um2 = 481
power_uw = 2110
p_leak_uw = 0.00154
peakVddDrop_mv = 0.292

[job]
warnings = 25
drv_cap = 0

[final_layout]
syn_to_final_growth_pct = 23.1
final.fill_count = 1145
logic_area_um2 = 2000
layout_top_cells = 93 x nand2_1, 64 x dfxtp_1, 52 x mux2i_1
lay_top_count = nand2_1
final_cells = 595
seq_area_um2 = 1280
drive_above_1_share = 0.0996
final_cell_area_um2 = 4390

[worst_hold_path]
worst_hold_path_type = flip-flop to flip-flop
-- per-layer routing --
layer,GRT usage,share of wire,up-vias
met3,0.0535,0.11,17
met4,0.0270,0.020,0
met5,0,0,-
met2,0.262,0.41,164
met1,0.273,0.46,1563
li1,-,-,1553
-- logic make-up after synthesis --
family / after synthesis
AOI/OAI and AO/OA: 93
buffers and inverters: 50
DFF: 64
muxes: 54
and+or+nand+nor: 163
-- through the flow --
stage	TNS [ns]	hold slack (ns)	utilization	setup WS, ns
2_1_floorplan	0	0.446	-	1.12
3_3_place_gp	-0.00251	0.458	0.347	-0.00251
3_5_place_dp	0	0.469	0.347	0.0307
4_1_cts	0	0.471	0.375	0.0241
5_1_grt	0	0.493	0.381	0.0111
6_report	0	0.472	0.381	0.0772
-- final timing paths --
kind / startpoint / end / cells past startpoint
worst min-delay path: R5[1]$_SDFFE_PP0P_ / R5[1]$_SDFFE_PP0P_ / 2
worst max register to register: R3[4]$_SDFFE_PP0P_ / R3[4]$_SDFFE_PP0P_ / 2
worst min register to register: R5[1]$_SDFFE_PP0P_ / R5[1]$_SDFFE_PP0P_ / 2
worst max-delay path: SB[0] / DataB[1] / 6
-- power breakdown --
part | leakage, uW | internal, uW | switching [uW]
registers | 0.000518 | 815 | 14.4
logic | 0.000873 | 125 | 132
clock network | 0.000154 | 702 | 325
total | 0.00154 | 1640 | 471
-- worst register-to-register path, delay by kind of cell (launching register included) --
| family | cells | cell delay [ns] |
|---|---|---|
| compound gates | 1 | 0.15 |
| flops | 1 | 0.38 |
| simple gates | 1 | 0.07 |
-- synth_stat cells --
cell type,instances
mux4_2,2
nand2b_1,5
and4bb_2,3
buf_4,4
clkbuf_1,6
a21oi_1,42
or3_1,2
dfxtp_1,64
o22a_1,6
and4b_1,3
o32ai_1,9
and4_1,1
nand4b_1,4
o22ai_1,11
buf_6,7
a211o_1,2
mux2i_1,52
nand4_1,1
o32a_1,8
o221ai_1,2
or2_0,1
a211oi_1,2
nor4b_4,1
buf_1,1
or4b_1,1
or3b_2,1
or3b_1,1
buf_2,24
nor2b_1,10
a221oi_1,3
nor3b_1,3
o21ai_0,1
buf_8,1
inv_1,7
and3b_1,2
or2_2,2
nand2_1,93
a22o_1,7
nor2_1,29
-- sequential cells by signal (all words and copies together) (netlist names) --
signal  count
R5          8
R2          8
R0          8
R3          8
R4          8
R7          8
R1          8
R6          8
-- repair_timing --
action                     in CTS  in global routing
hold buffers                    0                  0
gates cloned                    0                  1
setup endpoints to repair       1                 11
resized                         1                  7
pin swaps                       0                  2
buffers inserted                0                  4
-- cell type report --
type | count | area share
timing repair buffer | 55 | 0.135
tap | 143 | 0.0407
multi-input combinational | 310 | 0.455
clock inverter | 3 | 0.0148
sequential | 64 | 0.292
clock buffer | 13 | 0.0570
inverter | 7 | 0.00598
No activity file was given, so power comes from the tool's default toggle rates.
