`./design.v`:
```
module decoder(INST, DR, SA, SB, IMM, MB, FS, MD, LD, MW, BS, OFF, HALT);
input [15:0]  INST;
output [2:0]  DR;
output [2:0]  SA;
output [2:0]  SB;
output [5:0]  IMM;
output        MB;
output [2:0]  FS;
output        MD;
output        LD;
output        MW;
output [2:0]  BS;
output [5:0]  OFF;
output        HALT;
reg [2:0] DR;
reg [2:0] SA;
reg [2:0] SB;
reg 	 MB;
reg [2:0] FS;
reg       MD;
reg		 LD;
reg 	 MW;
reg [2:0] BS;
reg [5:0] OFF;
reg 	 HALT;
reg [5:0] IMM;
wire [3:0] OP;
wire [2:0] RS;
wire [2:0] RT;
wire [2:0] RD;
wire [2:0] FUNCT;
wire [5:0] IMM_INST;
assign OP = INST[15:12];
assign RS = INST[11:9];
assign RT = INST[8:6];
assign RD = INST[5:3];
assign FUNCT = INST[2:0];
assign IMM_INST = INST[5:0];
always @(*) begin
	case (OP)
		4'b0000: begin
			if (FUNCT == 0)begin
				DR = RD;
				SA = RS;
				SB = RT;
				MB = 1'b0;
				FS = 3'b0;
				MD = 1'b0;
				LD = 1'b0;
				MW = 1'b0;
				BS = 3'b100;
				OFF = 6'b0;
				HALT = 1'b0;
				IMM = 6'b0;
				end else begin
				DR = RD;
				SA = RS;
				SB = RT;
				MB = 1'b0;
				FS = 3'b001;
				MD = 1'b0;
				LD = 1'b0;
				MW = 1'b0;
				BS = 3'b100;
				OFF = 6'b0;
				HALT = 1'b1;
				IMM = 6'b0;
				end
			end
		4'b0010: begin
			DR = RT;
			SA = RS;
			SB = 3'b0;
			MB = 1'b1;
			FS = 3'b000;
			MD = 1'b1;
			LD = 1'b1;
			MW = 1'b0;
			BS = 3'b100;
			OFF = 6'b0;
			HALT = 1'b0;
			IMM = IMM_INST;
		end
		4'b0100: begin	
			DR = 3'b0;
			SA = RS;
			SB = RT;
			MB = 1'b1;
			FS = 3'b000;
			MD = 1'b0;
			LD = 1'b0;
			MW = 1'b1;
			BS = 3'b100;
			OFF = 6'b0;
			HALT = 1'b0;
			IMM = IMM_INST;
		end
		4'b0101: begin	
			DR = RT;
			SA = RS;
			SB = 3'b0;
			MB = 1'b1;
			FS = 3'b000;
			MD = 1'b0;
			LD = 1'b1;
			MW = 1'b0;
			BS = 3'b100;
			OFF = 6'b0;
			HALT = 1'b0;
			IMM = IMM_INST;
		end
		4'b0110: begin
			DR = RT;
			SA = RS;
			SB = 3'bx;
			MB = 1'b1;
			FS = 3'b101;
			MD = 1'b0;
			LD = 1'b1;
			MW = 1'b0;
			BS = 3'b100;
			OFF = 6'b0;
			HALT = 1'b0;
			IMM = IMM_INST;
		end
		4'b0111: begin
			DR = RT;
			SA = RS;
			SB = 3'bx;
			MB = 1'b1;
			FS = 3'b110;
			MD = 1'b0;
			LD = 1'b1;
			MW = 1'b0;
			BS = 3'b100;
			OFF = 6'b0;
			HALT = 1'b0;
			IMM = IMM_INST;
		end
		4'b1000: begin			
			DR = 3'b0;
			SA = RS;
			SB = RT;
			MB = 1'b0;
			FS = 3'b110;
			MD = 1'b0;
			LD = 1'b0;
			MW = 1'b0;
			BS = 3'b000;
			OFF = IMM_INST;
			HALT = 1'b0;
			IMM = 6'b0;
		end 
		4'b1001: begin			
			DR = 3'b0;
			SA = RS;
			SB = RT;
			MB = 1'b0;
			FS = 3'b110;
			MD = 1'b0;
			LD = 1'b0;
			MW = 1'b0;
			BS = 3'b001;
			OFF = IMM_INST;
			HALT = 1'b0;
			IMM = 6'b0;
		end 
		4'b1010: begin			
			DR = 3'b0;
			SA = RS;
			SB = 3'b0;
			MB = 1'b1;
			FS = 3'b010;
			MD = 1'b0;
			LD = 1'b0;
			MW = 1'b0;
			BS = 3'b010;
			OFF = IMM_INST;
			HALT = 1'b0;
			IMM = 6'b0;
		end 
		4'b1011: begin			
			DR = 3'b0;
			SA = RS;
			SB = 3'b0;
			MB = 1'b0;
			FS = FUNCT;
			MD = 1'b1;
			LD = 1'b0;
			MW = 1'b0;
			BS = 3'b011;
			OFF = IMM_INST;
			HALT = 1'b0;
			IMM = 6'b0;
		end 
		4'b1111: begin
			DR = RD;
			SA = RS;
			SB = RT;
			MB = 1'b0;
			FS = FUNCT;
			MD = 1'b0;
			LD = 1'b1;
			MW = 1'b0;
			BS = 3'b100;
			OFF = 6'b0;
			HALT = 1'b0;
			IMM = 6'bx;
		end
		default: begin
			DR = 3'b0;
			SA = 3'b0;
			SB = 3'b0;
			MB = 1'b0;
			FS = 3'b0;
			MD = 1'b0;
			LD = 1'b0;
			MW = 1'b0;
			BS = 3'b100;
			OFF = 6'b0;
			HALT = 1'b0;
			IMM = IMM_INST;
		end
	endcase
end
endmodule
```
`./run.sh`:
```
#!/bin/bash
# OpenROAD 26Q1-2900-gdf79404cd8, Yosys 0.63+post, stock flow scripts
make -C /OpenROAD-flow-scripts/flow DESIGN_CONFIG=/design/flow/config.mk WORK_HOME=/design/flow/orfs finish
```
`./config.mk`:
```
export PLATFORM = sky130hd
export DESIGN_NAME = decoder
export DESIGN_NICKNAME = decoder
export VERILOG_FILES = /design/flow/design.v
export SDC_FILE = /design/flow/constraint.sdc
export NUM_CORES = 4
export LEC_CHECK = 1
export CORE_AREA = 10 10 70 70
export DIE_AREA = 0 0 80 80
```
`./constraint.sdc`:
```
current_design decoder

set clk_period 2.8
set clk_io_pct 0.2

create_clock -name clk0 -period $clk_period

set non_clock_inputs [all_inputs -no_clocks]
set_input_delay [expr $clk_period * $clk_io_pct] -clock clk0 $non_clock_inputs
set_output_delay [expr $clk_period * $clk_io_pct] -clock clk0 [all_outputs]
```
==> summary.txt <==
The flow completed. Sequential share of the synthesized area landed at 0. The routed design shows a wire length per standard cell of ~13 µm. Traced cell by cell, the critical path runs through clkdlybuf4s50_1 -> buf_12 -> o21a_1 -> a21oi_2 -> and2_1 -> clkdlybuf4s50_1. Number of placed instances with taps included landed at 173. Horizontal die dimension landed at around 80 µm. Entering global routing, the biggest net connects 15 pins.

In this run the count of I/O pins placed on the die edge is 48. First-pass GRT wire length landed at 3.44 mm. Hold timing on the final database bottoms out at a slack of approximately 1700 ps.

Number of buffer cells added on primary ports landed at roughly 48. Counting distinct cell types in the post-synthesis netlist gives 27. Post-synthesis share of cell area spent on xor and xnor gates landed at 0. The routed design shows a via density per instance of about 4.0.

The most numerous cell type found on the critical path is sky130_fd_sc_hd__clkdlybuf4s50_1. In this run the most critical hold path is launched from INST[15]. In this run the full chip footprint comes out at ~6400 µm². Derived from the worst setup path, the maximum achievable clock frequency is around 370 MHz. Of the total power, the share spent switching nets is 0.327.

The script computed a power per unit cell area of 140 nW/µm². Yosys instantiated no cell more often than sky130_fd_sc_hd__and2_1. The layout report lists the combined flip-flop and latch area as 0 µm². At the end of the flow the core is filled with cells to 0.326.

Once iteration 0 of detailed routing completed, the report listed 30 DRC markers. The number of antenna violations at the first check in global routing is 0. Total detailed-routing wirelength landed at 2.25 mm.

After clock tree synthesis, the flow added hold-fix buffers numbering 0. Total net switching power landed at 50.9 µW. Basic-gate share of the synthesized area counting and, or, nand and nor cells landed at 0.585.

Summed over all failing endpoints, the final setup total negative slack is 0 ps. Of the total synthesized cell area, the portion taken by full adders, half adders and majority gates is 0. Overall overflow remaining after global route landed at 0. The OpenROAD report gives the critical path a data arrival time of 2170 ps. Transition time of the tightest slew-check pin landed at roughly 320 ps. Between the synthesized netlist and the finished layout, the area growth was recorded as 143%. In the setup report, the worst path falls into the class in2out.

The area fraction of the largest cell type after synthesis is 0.191. The placement summary gives the final routability congestion estimate as about 0.78. Across all stage logs, warnings added up to 32.

Maximum resistive drop on vdd landed at about 0.053 mV. Number of global-route vias before repair landed at between 600 and 700. Count of endpoints failing setup in the final report landed at 0.

The clock buffers instantiated in the layout total 0. Critical-path maximum fanout landed at 14. Power share of the sequential group landed at 0. Post-synthesis instance total landed at 71. By area, the combinational part of the netlist is dominated by simple AND/OR/NAND/NOR gates. In the final layout, the fill cell count is between 300 and 400. The path class of the tightest hold or removal check is in2out. According to the cell report, flip-flops and latches in the layout number 0. In this run the standard cell core region covers approximately 3400 µm². Count of synthesis-stage warnings from yosys landed at 1. The run finished with clean final reports. The cell type that accounts for the most area after synthesis is sky130_fd_sc_hd__and2_1.

Nets still carrying antenna violations after routing amount to 0. The routed layout has around 700 vias. The number of maximum-capacitance violations recorded for the run is 0. The most critical setup path has its startpoint at INST[14]. The analysis attributes to cell leakage a power of between 0.0004 and 0.0005 µW. STA classifies the critical path endpoint as an output pin.

Proportion of layout cells with a drive suffix above 1 landed at 0.202. Portion of total power attributed to combinational logic landed at 1.000. Height of the die landed at approximately 80 µm. In the power breakdown, the internal column shows 105 µW. For this run, the detailed router's first-pass iteration total came to 4. The commonest cells after synthesis are sky130_fd_sc_hd__and2_1, sky130_fd_sc_hd__nor2b_1, sky130_fd_sc_hd__a22oi_1, sky130_fd_sc_hd__buf_2, sky130_fd_sc_hd__nand2_1. Area fraction in compound gates landed at 0.276. Share of the core filled by cells before placement landed at 0.134. Final critical-path share of the clock period landed at 0.974. Overall routing resource usage recorded by global route was 0.0644. Post-synthesis chip area from yosys landed at 458 µm². Half-perimeter wire length after detailed placement landed at between 1.5 and 2 mm. Count of final hold-check violations landed at 0.

Total inserted antenna cells landed at 0. The main area contributors are sky130_fd_sc_hd__and2_1, sky130_fd_sc_hd__nor2b_1, sky130_fd_sc_hd__a22oi_1. Area of the mapped netlist landed at ~460 µm². The final timing report derives a shortest allowable period of ~2700 ps.

Number of standard cells reported by yosys landed at 71. The critical path's slowest stage uses the library cell sky130_fd_sc_hd__clkdlybuf4s50_1. Leaving out filler cells and counting taps, the final layout contains approximately 180. Measured against the total synthesized area, the mux share comes to 0.0219.

Data required time of the critical path landed at approximately 2200 ps. Per the final report, max-transition violations number 0. Final routed DRC violation total landed at 0. Dividing the synthesized area by the synthesized cell count gives 6.45 µm². The floorplan has 21 rows. The worst setup path is launched from an input pin.

Across all checked pins, the minimum headroom to the slew limit is 0.785. Biggest cell delay along the critical path landed at about 480 ps. Clock network power share landed at 0.
-- per-stage QoR --
step	cell area, µm²	total power [µW]	setup WS, ps
after floorplan	458	47.4	1020
after global placement	1070	152	15.4
after detailed placement	1070	152	13.9
after CTS	1070	154	18.0
after global routing	1110	172	-0.215
final	1110	156	73.8
-- routing by layer --
metal,vias up,share of wire,GRT usage,wire [µm]
met5,-,0,0,0
met1,299,0.47,0.0837,1060
met3,0,0.079,0.0170,178
li1,367,-,-,-
met4,0,0,0,0
met2,32,0.45,0.110,1010
-- cell usage in the layout, fill, tap and decap left out, drive strengths merged, types with 2 or more instances in the layout --
master and instances:
o22ai 3, nor3 3, a22oi 4, nor2b 11, and2 14, nor2 3
nand2 4, o21ai 3, nand2b 2, clkdlybuf4s50 45, or2 2, a31oi 3
dlymetal6s2s 3, a21oi 2, buf 17
-- final cells by class --
type | count | area, µm² | area share
inverters | 1 | 3.75 | 0.00337
multi-input cells | 63 | 423 | 0.380
repair buffers | 65 | 629 | 0.565
well taps | 46 | 57.6 | 0.0517
-- kinds of logic (layout without fill, tap and decap cells) --
logic type,after synthesis,after routing
AOI/OAI and AO/OA,19,19
and+or+nand+nor,43,43
buffers and inverters,8,66
muxes,1,1
-- worst max-delay path: cells and delay by family --
kind / cells / cell delay (ps)
buffers and inverters: 3 / 1090
AND-OR/OR-AND: 2 / 350
AND/OR/NAND/NOR: 1 / 160
-- what timing repair did --
| item | 4_1_cts | 5_1_grt |
|---|---|---|
| gates resized | 1 | 9 |
| endpoints found under the setup margin | 1 | 14 |
| setup buffers | 0 | 1 |
| cloned | 0 | 1 |
-- power by group through the flow --
stage,clock (µW),combinational (µW),sequential [µW]
5_1_grt,0,172,0
4_1_cts,0,154,0
6_report,0,156,0
-- path summary, 6_finish.rpt --
check	depth (start not counted)	end	slack, ps
min	4	FS[2]	1700
max	6	SB[0]	70
Power and IR drop assume default switching activity.
