===== design.v =====
module adder(A, B, CI, Y, C, V);  
  input [7:0] A;
  input [7:0] B;
  input CI;
  output [7:0] Y;
  output C;
  output V;
	reg [7:0] G;
	reg [7:0] P;
	reg C;
	reg V;
	wire [7:0] COUT;
	one_bit_adder a1(
	.A(A[0]),
	.B(B[0]),
	.S(Y[0]),
	.CI(CI),
	.COUT(COUT[0])
	);
	one_bit_adder a2(
	.A(A[1]),
	.B(B[1]),
	.S(Y[1]),
	.CI(COUT[0]),
	.COUT(COUT[1])
	);
	one_bit_adder a3(
	.A(A[2]),
	.B(B[2]),
	.S(Y[2]),
	.CI(COUT[1]),
	.COUT(COUT[2])
	);
	one_bit_adder a4(
	.A(A[3]),
	.B(B[3]),
	.S(Y[3]),
	.CI(COUT[2]),
	.COUT(COUT[3])
	);
	one_bit_adder a5(
	.A(A[4]),
	.B(B[4]),
	.S(Y[4]),
	.CI(COUT[3]),
	.COUT(COUT[4])
	);
	one_bit_adder a6(
	.A(A[5]),
	.B(B[5]),
	.S(Y[5]),
	.CI(COUT[4]),
	.COUT(COUT[5])
	);
	one_bit_adder a7(
	.A(A[6]),
	.B(B[6]),
	.S(Y[6]),
	.CI(COUT[5]),
	.COUT(COUT[6])
	);
	one_bit_adder a8(
	.A(A[7]),
	.B(B[7]),
	.S(Y[7]),
	.CI(COUT[6]),
	.COUT(COUT[7])
	);
	always @(*) begin
	C=COUT[7];
	V=COUT[7]^COUT[6];
	end
endmodule
module one_bit_adder(A, B, S, CI, COUT);
	input A;
	input B;
	input CI;
	output S;
	output COUT;
	reg G;
	reg P;
	reg S;
	reg COUT;
	always @(*) begin
	G=A & B;
	P=A|B;
	COUT=G|P&CI;
	S=A^B^CI;
	end
endmodule

===== run.sh =====
#!/bin/bash
# OpenROAD 26Q1-2900-gdf79404cd8, Yosys 0.63+post, stock flow scripts
make -C /OpenROAD-flow-scripts/flow DESIGN_CONFIG=/design/flow/config.mk WORK_HOME=/design/flow/orfs finish

===== config.mk =====
export PLATFORM = sky130hd
export DESIGN_NAME = adder
export DESIGN_NICKNAME = adder
export VERILOG_FILES = /design/flow/design.v
export SDC_FILE = /design/flow/constraint.sdc
export NUM_CORES = 4
export LEC_CHECK = 1
export CORE_AREA = 10 10 70 70
export DIE_AREA = 0 0 80 80

===== constraint.sdc =====
current_design adder

set clk_period 4.9
set clk_io_pct 0.2

create_clock -name clk0 -period $clk_period

set non_clock_inputs [all_inputs -no_clocks]
set_input_delay [expr $clk_period * $clk_io_pct] -clock clk0 $non_clock_inputs
set_output_delay [expr $clk_period * $clk_io_pct] -clock clk0 [all_outputs]

==> flow_summary.json <==
{
  "status": "complete, but fails checks",
  "violations": "setup timing",
  "logic_family": "adder cells",
  "io_buffers": 27,
  "fmax_mhz": 199,
  "synthCells": 25,
  "worstPathArrival_ns": 4.05,
  "die_w_um": 80,
  "wl_um": 835,
  "crit_required_ns": 3.92,
  "core_area_mm2": 0.00342,
  "yosysSeqAreaShare": 0,
  "vias_per_cell": 2.53,
  "hold_end": "Y[0]",
  "grt_pass1_vias": 247,
  "post_synth.cell_area_avg_um2": 10.4,
  "drive_gt1_frac": 0.479,
  "rsz0062_at_grt": "yes",
  "syn_to_final_growth_pct": 114,
  "ys_area_um2": 259,
  "ys_sh_xor": 0.0338,
  "cp-start-kind": "input pin",
  "hold_depth": 3,
  "layout_top_cell": "clkdlybuf4s50_1",
  "min_from": "CI",
  "setup_tns_ns": -0.227,
  "ys_cells": 25,
  "fin_ws_ns": -0.126,
  "setup_violations": 2,
  "clock_power_share": 0,
  "wire_per_inst_um": 8.88,
  "placed_area_um2": 549,
  "dieArea_mm2": 0.00640,
  "min_period_over_period": 1.03,
  "adder_share": 0.618,
  "clkbuf_count": 0,
  "cap_violations": 0,
  "cp-end-kind": "primary output",
  "drtIter0Drc": 0,
  "num_rows": 21,
  "grt_pass1_wl_um": 1170,
  "grt.total_usage": 0.0236,
  "p_per_area_mw_per_mm2": 112,
  "firstDrtPassIters": 1,
  "yosysWarnings": 2,
  "cp_max_fo": 2,
  "slew_violations": 0,
  "hold_class": "input pin to primary output",
  "final_cells": 94,
  "final_antenna_net_count": 0,
  "p_leak_nw": 0.228,
  "swShare": 0.300,
  "vias": 238,
  "post-route-util": 0.163,
  "ys_sh_aoi": 0,
  "filler_cell_count": 393,
  "power_mw": 0.0625,
  "p_int_mw": 0.0437,
  "routabilityCongestion": 0.812,
  "grt_max_degree": 3,
  "yosysUniqueCellTypes": 4,
  "dp_cells": 91,
  "worstSetupPathType": "input pin to primary output",
  "fp_util": 0.0758,
  "period_needed_ns": 5.03,
  "seq_power_share": 0,
  "hold_viol_final": 0,
  "diodes": 0,
  "vdd_ir_drop_max_v": 0.0000409,
  "seq_area_um2": 0,
  "openroad.warnings": 34,
  "synthMuxAreaShare": 0,
  "combinationalPowerShare": 1.000,
  "timing.hold.ws_ns": 2.66,
  "fin_area_um2": 556,
  "fp.dieH_um": 80,
  "synth-simple-area-share": 0,
  "overflow": 0,
  "drc_errors": 0,
  "ios": 27,
  "flop-count": 0,
  "antenna_found_initial": 0,
  "relSlewSlack": 0.930,
  "p_switching_mw": 0.0187,
  "syn_area_um2": 259,
  "layout.cells.most_common_list": "clkdlybuf4s50_1 (18), fa_2 (8), buf_2 (5), inv_2 (4), inv_1 (4)",
  "hpwl_um": 810,
  "worst_pin_slew_ns": 0.104,
  "pre_cts_ws_ns": -0.933
}
[cell type report]
cell class                 instances  area (um2)  share of cell area
timing repair buffer              31         279               0.502
multi-input combinational          9         189               0.340
tap                               46        57.6               0.104
inverter                           8        30.0              0.0541
[worst max-delay path by stage]
stage / slack, ns / from / to
6_report: -0.13 / A[0] / Y[7]
5_1_grt: -0.22 / A[0] / Y[7]
4_1_cts: -0.23 / CI / Y[7]
[worst max-delay path, stage by stage]
cell and delay, ns:
buf_6 0.10, fa_2 0.38, fa_2 0.37, fa_2 0.35
fa_2 0.35, fa_2 0.34, fa_2 0.34, inv_2 0.06
fa_2 0.20, fa_2 0.44, inv_2 0.05, buf_2 0.08
[cell usage after synthesis]
master	n	area, um2
inv_1	8	30.0
buf_4	8	60.1
fa_1	8	160
xor2_1	1	8.76
[power groups by stage]
stage / logic (mW) / clock network (mW) / registers, mW
6_report: 0.0625 / 0 / 0
5_1_grt: 0.0697 / 0 / 0
4_1_cts: 0.0636 / 0 / 0
[routing by layer]
metal	vias to the layer above	part of all wire	GRT usage
li1	106	-	-
met1	106	0.41	0.0346
met2	26	0.27	0.0217
met3	0	0.32	0.0261
met4	0	0	0
met5	-	0	0
[cell families after synthesis]
family,count (synthesis)
fa+ha+maj,8
xor+xnor,1
buf+inv,16
[what timing repair did]
item / in CTS / in global routing
pin swaps: 8 / 8
setup buffers: 3 / 1
resized: 34 / 3
setup endpoints to repair: 6 / 4
endpoints found under the hold margin: 0 / 0
hold buffers: 0 / 0
